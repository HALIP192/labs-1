`/design/flow/run.sh`:
```
#!/bin/bash
# OpenROAD 26Q1-2900-gdf79404cd8, Yosys 0.63+post, stock flow scripts
make -C /OpenROAD-flow-scripts/flow DESIGN_CONFIG=/design/flow/config.mk WORK_HOME=/design/flow/orfs finish
```
`/design/flow/config.mk`:
```
export PLATFORM = sky130hd
export DESIGN_NAME = top
export DESIGN_NICKNAME = top
export VERILOG_FILES = /design/flow/design.v
export SDC_FILE = /design/flow/constraint.sdc
export NUM_CORES = 4
export LEC_CHECK = 1
export CORE_AREA = 10 10 70 70
export DIE_AREA = 0 0 80 80
```
`/design/flow/constraint.sdc`:
```
current_design top

set clk_period 3.3
set clk_io_pct 0.2

create_clock -name clk0 -period $clk_period

set non_clock_inputs [all_inputs -no_clocks]
set_input_delay [expr $clk_period * $clk_io_pct] -clock clk0 $non_clock_inputs
set_output_delay [expr $clk_period * $clk_io_pct] -clock clk0 [all_outputs]
```
`/design/flow/design.v`:
```
`timescale 1ns / 1ps
module top(
    input   [10:0] sw_i,
    output  [7:0] disp_seg_o
    );
    reg [7:0]  HEX;
    assign  disp_seg_o = HEX;
    always @(*) 
    begin
        case (sw_i[9:0])
            'b00000_00001:    HEX = 'b1100_0000;
            'b00000_00010:    HEX = 'b1111_1001;
            'b00000_00100:    HEX = 'b1010_0100;
            'b00000_01000:    HEX = 'b1011_0000;
            'b00000_10000:    HEX = 'b1001_1001;
            'b00001_00000:    HEX = 'b1001_0010;
            'b00010_00000:    HEX = 'b1000_0010;
            'b00100_00000:    HEX = 'b1111_1000;
            'b01000_00000:    HEX = 'b1000_0000;
            'b10000_00000:    HEX = 'b1001_0000;
            default:
                    HEX = 'b1111_1111;         
        endcase
        HEX <= sw_i[10] ? HEX - 'b1000_0000 : HEX; 
    end
endmodule
```
==> GITHUB_STEP_SUMMARY <==
### Flow metrics

| Metric | Value |
|---|---|
| Combinational share of power | `1.000` |
| Crit share post-route | `0.978` |
| Reported leakage power | `0.000285 uW` |
| Slew at the pin closest to its max-slew limit | `0.403 ns` |
| Final setup slack of the worst path | `0.0736 ns` |
| Final setup fails | `0` |
| Stage-log warning count | `33` |
| Internal power component | `33.1 uW` |
| Largest net degree at the start of global routing | `8` |
| Most common logic cells in the final layout | `20 x sky130_fd_sc_hd__buf_4, 10 x sky130_fd_sc_hd__dlygate4sd2_1, 9 x sky130_fd_sc_hd__clkdlybuf4s50_1` |
| Signed area change from the synthesized netlist to the final layout | `88.2%` |
| Total number of cells along the worst setup path | `6` |
| Initial antenna violation count | `0` |
| DR DRC count | `0` |
| Number of detailed-route iterations in the first pass | `4` |
| Required @ worst endpoint | `2.64 ns` |
| Overall routed net length | `1.47 mm` |
| Fmax achieved | `0.310 GHz` |
| Sequential share of power | `0` |
| Vertical extent of the die | `80 um` |
| # fillers | `385` |
| Dominant logic cell type in the layout | `sky130_fd_sc_hd__buf_4` |
| Port Buffers | `19` |
| # Max-Cap Violations | `0` |
| Site Rows | `21` |
| Hold Violations, Final | `0` |
| Switching power total | `28.2 uW` |
| Number of hold-repair buffers added at the cts stage | `0` |
| Worst setup path end | `disp_seg_o[2]` |
| Count of boundary I/O pins | `19` |
| DRT antenna net count | `0` |
| Floorplan core density | `0.124` |
| Arrival time worst endpoint | `2.57 ns` |
| Cells after synthesis | `55` |
| Chip Width | `80 um` |
| Overall Global Routing Usage | `0.0450` |
| Outcome | `completed` |
| Count of sequential standard cells | `0` |
| Unrepaired setup endpoints after global routing | `true` |
| Kind of critical path | `in2out` |
| Max-slew violations | `0` |
| Hold wc startpoint | `sw_i[7]` |
| Worst slew slack as a fraction of its limit | `0.729` |
| Clk pwr share | `0` |
| Cell with the biggest individual delay on the critical path | `sky130_fd_sc_hd__or4_4` |
| Worst min-delay path category | `in2out` |
| Critical path capture point type | `output port` |
| Detailed-placement wirelength estimate | `1.26 mm` |
| Total number of vias | `545` |
| Min Tclk post-route | `3.23 ns` |
| RD Place Congestion | `0.812` |
| Fraction of power spent switching nets | `0.460` |
| Summed standard-cell area reported by yosys | `424 um2` |
| Worst vdd ir | `0.0149 mV` |
| Critical path buffer and inverter count | `2` |
| Distinct lib cells | `34` |
| Clkbuf count | `0` |
| Pre-CTS worst setup slack | `-0.164 ns` |
| Max FO, Critical Path | `3` |
| Total standard cell area after synthesis | `424 um2` |
| Critical Path Start | `sw_i[7]` |
| Minimum hold slack | `2.11 ns` |
| Fraction of final layout cells sized beyond drive strength 1 | `0.364` |
| Wire length of the first global-routing pass | `2.48 mm` |
| Area taken by flip-flops and latches | `0 um2` |
| Crit path launch type | `input port` |
| Average size of a mapped cell | `7.71 um2` |
| Detailed Route Iter0 Violations | `31` |
| Proportion of synthesized chip area in sequential cells | `0` |
| Yosys stat cell total | `55` |
| Diodes inserted | `0` |
| Remaining global-route overflow | `0` |
| Category of cells accounting for the largest share of critical-path delay | `simple AND/OR/NAND/NOR gates` |
| Yosys warning tally | `1` |
| Wirelength per Cell | `11.0 um` |
| Total power per unit cell area | `76.7 mW/mm2` |
| Crit-path max cell delay | `0.54 ns` |
| Std-Cell Core Area | `0.00342 mm2` |
| Mean number of vias per cell | `4.07` |
| Via count of the first global-routing pass | `563` |
| Series of cell instances along the critical path | `dlygate4sd2_1 > or4_4 > or3_4 > o32ai_4 > o21ai_1 > clkdlybuf4s50_1` |
| Overall die area | `0.00640 mm2` |
==> power groups by stage <==
stage         Clock [uW]  Sequential (uW)  Combinational (uW)
global route           0                0                66.9
finish                 0                0                61.3
CTS                    0                0                61.7
==> layout make-up <==
cell class	instances	area [um2]	area share
multi-input combinational	48	409	0.513
timing repair buffer	39	328	0.411
tap	46	57.6	0.0721
inverter	1	3.75	0.00470
==> tightest hold or removal path, cell delays in order <==
cell,delay (ns)
sky130_fd_sc_hd__dlygate4sd2_1,0.23
sky130_fd_sc_hd__buf_4,0.15
sky130_fd_sc_hd__o32ai_4,0.10
sky130_fd_sc_hd__nand3b_1,0.09
sky130_fd_sc_hd__dlygate4sd2_1,0.21
==> synthesized netlist by cell type (all sizes together), types with 2 or more instances <==
cell / instances / area share
nor2: 4 / 0.047
nor4: 3 / 0.044
nand3: 2 / 0.024
nor3: 2 / 0.024
clkbuf: 3 / 0.027
xor2: 5 / 0.10
or4b: 2 / 0.047
buf: 3 / 0.050
nor4b: 3 / 0.077
mux2i: 2 / 0.047
or4: 2 / 0.044
o21ai: 7 / 0.083
o22ai: 2 / 0.029
==> what timing repair did <==
action / 4_1_cts / 5_1_grt
buffers inserted: 0 / 0
setup endpoints to repair: 7 / 2
gates resized: 14 / 0
pin swaps: 7 / 0
==> per-layer routing <==
metal | vias to the layer above | GRT usage | share of wire
met5 | - | 0 | 0
met1 | 246 | 0.0620 | 0.48
met4 | 0 | 0 | 0
li1 | 285 | - | -
met3 | 0 | 0.0170 | 0.10
met2 | 14 | 0.0690 | 0.42
==> worst min-delay path by stage <==
stage	depth (start not counted)	to	slack, ns
finish	5	disp_seg_o[5]	2.11
global route	5	disp_seg_o[5]	2.15
CTS	5	disp_seg_o[5]	2.11
==> cell families (layout without fill, tap and decap cells) <==
group,count (synthesis),in the layout,synth area share
AND-OR/OR-AND,17,17,0.330
buffers and inverters,7,40,0.0855
AND/OR/NAND/NOR,23,23,0.413
XOR/XNOR,6,6,0.124
multiplexers,2,2,0.0472
==> metrics by stage <==
step / instance area [um2] / total power [uW] / utilization / instances / setup TNS (ns)
floorplan: 424 / 26.6 / - / 55 / 0
global placement: 790 / 62.3 / 0.231 / 134 / -0.823
detailed placement: 790 / 62.9 / 0.231 / 134 / -0.908
CTS: 798 / 61.7 / 0.234 / 134 / 0
global route: 798 / 66.9 / 0.234 / 134 / -0.0123
finish: 798 / 61.3 / 0.234 / 134 / 0
No activity file was given, so power comes from the tool's default toggle rates.
